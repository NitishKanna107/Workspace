`/design/flow/design.v`:
```
module uart_tx(
    input clk, rst,
    input[7:0] data,
    input tx_active,
    output tx
);
parameter clk_rate = 100000000;
parameter baud_rate = 115200;
parameter clk_div = clk_rate / baud_rate;  
parameter IDLE = 0, START = 1, DATA = 2, STOP = 3;  
reg[2:0] data_index;  
reg[9:0] clk_count;
reg[1:0] state;
reg tx_state; 
always@(posedge clk, negedge rst) begin
    if (!rst) begin
        state <= IDLE;
        data_index <= 0;
        clk_count <= 0;
        tx_state <= 1'b1;  
    end
    else begin
        case (state) 
        IDLE: begin
            tx_state <= 1'b1;
            clk_count <= 0;
            data_index <= 0;
            if (tx_active) state <= START;
        end
        START: begin
            tx_state <= 1'b0;  
            if (clk_count < clk_div) clk_count <= clk_count + 1;
            else begin
                state <= DATA; 
                clk_count <= 0;
            end
        end
        DATA: begin
            if (clk_count < clk_div) begin
                clk_count <= clk_count + 1;
                tx_state <= data[data_index];
            end
            else begin
                if (data_index == 3'b111) begin
                    state <= STOP; 
                    clk_count <= 0;
                end
                else begin
                    clk_count <= 0; 
                    data_index <= data_index + 1;
                end
            end
        end
        STOP: begin
            tx_state <= 1'b0;
            if (clk_count < clk_div) clk_count <= clk_count + 1;
            else begin
                state <= IDLE; 
                tx_state <= 1'b1;
            end
        end
        endcase
    end
end
assign tx = tx_state;
endmodule
```
`/design/flow/constraint.sdc`:
```
current_design uart_tx

set clk_period 2.1
set clk_io_pct 0.2

create_clock -name clk0 -period $clk_period [get_ports {clk}]

set non_clock_inputs [all_inputs -no_clocks]
set_input_delay [expr $clk_period * $clk_io_pct] -clock clk0 $non_clock_inputs
set_output_delay [expr $clk_period * $clk_io_pct] -clock clk0 [all_outputs]
```
`/design/flow/run.sh`:
```
#!/bin/bash
# OpenROAD 26Q1-2900-gdf79404cd8, Yosys 0.63+post, stock flow scripts
make -C /OpenROAD-flow-scripts/flow DESIGN_CONFIG=/design/flow/config.mk WORK_HOME=/design/flow/orfs finish
```
`/design/flow/config.mk`:
```
export PLATFORM = sky130hd
export DESIGN_NAME = uart_tx
export DESIGN_NICKNAME = uart_tx
export VERILOG_FILES = /design/flow/design.v
export SDC_FILE = /design/flow/constraint.sdc
export NUM_CORES = 4
export LEC_CHECK = 1
export CORE_AREA = 10 10 105 105
export DIE_AREA = 0 0 115 115
```
==> summary.txt <==
The synthesis and PnR run went through. Clock tree synthesis inserted a total of 3 buffers. The share of the core area taken by cells at floorplan is 0.122. The area fraction of the largest cell type after synthesis is 0.376. Count of instances resized after the clock tree is built landed at 0. Per the post-CTS timing run, clock transition at the registers of the reported paths is 0.07 ns. Number of post-CTS setup repair buffers landed at 0. The synthesized design spends more area on one cell type than any other, namely sky130_fd_sc_hd__dfrtp_1. The finished layout holds 232 standard cells, fillers aside. Number of endpoints with negative hold slack in the final report landed at 0. Via count of the routed design landed at ~910. Total negative setup slack landed at 0 ns. Smallest setup slack after layout landed at 0.246 ns. The average instance in the mapped netlist occupies 9.86 um^2. Sequential area share after synthesis landed at 0.425.

Register share of total power landed at 0.509. The longest clock path from root to sink contains 2 buffers. The first global-routing pass estimated 4.05 mm of wire. Warnings raised by the tools during the run amount to 25. The flow ran to the end, and the final reports show no timing, DRC or antenna violations. Full die area landed at around 13000 um^2. The worst setup path is launched from a register.

Of all nets on the critical path, the largest fanout is 8. Total of hold buffers inserted after clock tree synthesis landed at 0. For this run, design rule violations remaining after detail routing come to 0. CTS built an H-tree with a depth of 1. The initial antenna violation count is 0.

The main area contributors are sky130_fd_sc_hd__dfrtp_1 38%, sky130_fd_sc_hd__dfstp_2 4.9%, sky130_fd_sc_hd__a21oi_1 4.7%. Count of endpoints failing setup in the final report landed at 0. Entering global routing, the biggest net connects 19 pins. Number of pins with negative max-slew slack in the final report landed at 0. In the synthesis report, Yosys lists the chip area as 1060 um^2. The layout has 993 filler cells. The data required time reported for the critical path is 2.25 ns.

The switching portion of total power comes to 0.299. Average routed wire per standard cell landed at 10.4 um. TritonCTS built the clock tree. Per the detailed-route log, wirelength across all metal layers totals 2.41 mm. Per the OpenROAD power report, switching power amounts to around 0.27 mW. According to the timing report, the arrival time at the worst endpoint equals 2.00 ns.

In this run, synthesis produced a sequential element count of 18. Proportion of register bits with asynchronous set or reset after synthesis landed at 1.00. Worst-margin pin slew landed at 0.515 ns.

Worst-case hold slack landed at slightly below 0.5 ns. The worst setup path is of the register to register kind. For this block, the initial DRC count from the detailed router was 72. The commonest register cell is sky130_fd_sc_hd__dfrtp_1.

Counting flops with a built-in enable in the synthesized netlist gives 0. Total global routing track utilization landed at 0.0357. Based on the critical path, the design can be clocked at up to about 540 MHz. Dividing the final minimum period by the clock period gives 0.883. Of the total power, the clock network draws 0.323. Part of the total power dissipated in combinational logic landed at 0.168. Signed area change from the synthesized netlist to the final layout landed at 29.1%. Residual antenna-violating net count after detailed routing landed at 0. Counting distinct cell types in the post-synthesis netlist gives 37.

Share of layout cells above drive strength 1 landed at 0.153. Summing all placed instances gives a cell area of between 1000 and 1500 um^2. Post-placement worst setup slack landed at between 0.2 and 0.3 ns. The number of placed instances, taps included, is 228. Across the whole layout, storage elements account for 453 um^2. For this design, Yosys synthesis ends with a cell count of between 100 and 150. STA classifies the critical path endpoint as a register. Floorplan row count landed at 34. Count of input and output buffers landed at 11. The max-slew check reports its worst relative slack as 0.654. Clock latency on the worst-skew pair landed at 0.25 ns. Post-layout utilization of the core landed at 0.157.

Via count of the first global-routing pass landed at 868. The leakage power in the latest report is 0.511 nW. Worst voltage drop across the vdd grid landed at approximately 0.17 mV. Number of inserted diodes landed at 0.

The wire-length estimate of the detail-placed layout is 1.80 mm. Area of the mapped netlist landed at 1060 um^2. Count of TritonRoute iterations in the first routing pass landed at 4. Number of sinks on the clock net landed at 18.

Yosys instantiated no cell more often than sky130_fd_sc_hd__dfrtp_1. Post-route standard cell area excluding fillers landed at around 1400 um^2. The smallest clock period supported by the final layout is computed as 1.85 ns. Checking hold timing, the worst path is listed with class input pin to async pin. Counting instances in the post-synthesis netlist gives the leading cell types as 16 x sky130_fd_sc_hd__dfrtp_1, 12 x sky130_fd_sc_hd__nand2_1, 10 x sky130_fd_sc_hd__a21oi_1.

Per the detail_route report, vias per standard cell equal between 3 and 4. After layout, the design draws a total of 0.900 mW. In this run the horizontal extent of the chip is around 120 um. Synthesis produced a netlist whose cell count is 108. Power density of the placed cells landed at 655 nW/um^2. Cell internal power was estimated by the tool at 0.631 mW.

Clock skew on the completed layout was measured at 0.000902 ns. Setup repair after global routing left no endpoint under its margin. The cell sitting at the root of the clock tree is a sky130_fd_sc_hd__clkbuf_8. Max-cap violations in this run came to 0.

Number of top-level pins landed at 12. The region available for standard cell placement spans between 8000 and 9000 um^2. After its last routability iteration, the placer logged a weighted congestion of 0.833. Total overflow reported by the global router landed at 0.

The floorplan step set the die height to 115 um. Leaving out buffers and inverters, the combinational logic in the layout accounts for between 500 and 600 um^2. Count of yosys warnings during synthesis landed at 1.
-- critical path, cell delays in order (launching register included) --
cell,delay (ns)
sky130_fd_sc_hd__dfrtp_1,0.47
sky130_fd_sc_hd__o311ai_2,0.50
sky130_fd_sc_hd__a211o_1,0.27
sky130_fd_sc_hd__mux2_1,0.33
sky130_fd_sc_hd__a22o_1,0.18
-- power by group through the flow --
stage	logic [mW]	clock network [mW]	registers, mW
CTS	0.151	0.293	0.457
global route	0.168	0.311	0.466
finish	0.151	0.291	0.458
-- placed cells by master, fill, tap and decap left out, types with 2 or more instances in the layout --
| cell type | netlist | layout |
|---|---|---|
| sky130_fd_sc_hd__clkbuf_8 | 0 | 4 |
| sky130_fd_sc_hd__ha_1 | 3 | 3 |
| sky130_fd_sc_hd__nand2_1 | 12 | 12 |
| sky130_fd_sc_hd__o21ai_0 | 7 | 7 |
| sky130_fd_sc_hd__buf_4 | 0 | 4 |
| sky130_fd_sc_hd__mux2_1 | 2 | 2 |
| sky130_fd_sc_hd__or4_1 | 2 | 2 |
| sky130_fd_sc_hd__a31oi_1 | 2 | 2 |
| sky130_fd_sc_hd__dfrtp_1 | 16 | 16 |
| sky130_fd_sc_hd__or3_1 | 2 | 2 |
| sky130_fd_sc_hd__clkdlybuf4s50_1 | 0 | 11 |
| sky130_fd_sc_hd__a41oi_1 | 3 | 3 |
| sky130_fd_sc_hd__dfstp_2 | 2 | 2 |
| sky130_fd_sc_hd__mux4_2 | 2 | 2 |
| sky130_fd_sc_hd__nor2_1 | 7 | 7 |
| sky130_fd_sc_hd__nand3_1 | 2 | 2 |
| sky130_fd_sc_hd__a22o_1 | 4 | 4 |
| sky130_fd_sc_hd__a21oi_1 | 10 | 10 |
| sky130_fd_sc_hd__nor3_1 | 4 | 4 |
| sky130_fd_sc_hd__a21o_1 | 2 | 2 |
| sky130_fd_sc_hd__inv_1 | 4 | 4 |
| sky130_fd_sc_hd__nand4_1 | 3 | 3 |
| sky130_fd_sc_hd__a31o_2 | 2 | 2 |
-- worst paths after layout --
check | startpoint | end | slack, ns | depth (start not counted)
min in group clk0 | tx_state | tx_state | 0.51 | 2
setup / recovery | clk_count[2] | data_index[1] | 0.25 | 4
hold / removal | rst | clk_count[8] | 0.49 | 2
setup reg to reg | clk_count[2] | data_index[1] | 0.25 | 4
hold reg to reg | tx_state | tx_state | 0.51 | 2
max in group asynchronous | rst | state[0] | 1.34 | 2
-- sequential cells by signal, indices dropped and copies added, names as in the netlist --
| signal | count |
|---|---|
| state | 4 |
| clk_count | 10 |
| tx_state | 1 |
| data_index | 3 |
-- logic make-up (layout without fill, tap and decap cells) --
group / after synthesis / after routing / share of synthesized area
buf+inv: 7 / 23 / 0.0329
simple gates: 37 / 37 / 0.176
xor+xnor: 1 / 1 / 0.00823
fa+ha+maj: 3 / 3 / 0.0353
mux: 5 / 5 / 0.0740
compound gates: 37 / 37 / 0.248
flops: 18 / 18 / 0.425
-- final cells by class --
cell class	count	share of cell area
multi-input cells	83	0.419
flip-flops and latches	18	0.329
inverters	4	0.0109
repair buffers	15	0.102
well taps	108	0.0983
clock buffers	4	0.0400
-- layer usage --
layer	part of all wire	GRT usage	up-vias
met1	0.49	0.0503	427
li1	-	-	447
met3	0.051	0.00897	4
met4	0.014	0.00825	0
met5	0	0	-
met2	0.44	0.0541	27
No activity file was given, so power comes from the tool's default toggle rates.
