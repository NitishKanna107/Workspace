--- ./run.sh ---
#!/bin/bash
# OpenROAD 26Q1-2900-gdf79404cd8, Yosys 0.63+post, stock flow scripts
make -C /OpenROAD-flow-scripts/flow DESIGN_CONFIG=/design/flow/config.mk WORK_HOME=/design/flow/orfs finish
--- ./constraint.sdc ---
current_design trafficLights

set clk_period 1.1
set clk_io_pct 0.2

create_clock -name clk0 -period $clk_period [get_ports {clk}]

set non_clock_inputs [all_inputs -no_clocks]
set_input_delay [expr $clk_period * $clk_io_pct] -clock clk0 $non_clock_inputs
set_output_delay [expr $clk_period * $clk_io_pct] -clock clk0 [all_outputs]
--- ./design.v ---
module trafficLights(
	input clk,
	input rst,
	output red,
	output green,
	output yellow
);
reg[1:0] state;
reg[1:0] timer;
parameter SO = 2'b00, SR = 2'b01, SY = 2'b10, SG = 2'b11;
always@(posedge clk or negedge rst)
begin
	if (!rst) begin
		state <= SO; timer <= SO;
	end else begin
		if (timer == SG) timer <= SO;
		else timer <= timer + 1;
		if (timer == SG) begin
			if (state == SG) state <= SR;
			else state <= state + 1;
		end
	end
end
assign red = (state == SR);
assign green = (state == SG);
assign yellow = (state == SY);
endmodule
--- ./config.mk ---
export PLATFORM = sky130hd
export DESIGN_NAME = trafficLights
export DESIGN_NICKNAME = trafficLights
export VERILOG_FILES = /design/flow/design.v
export SDC_FILE = /design/flow/constraint.sdc
export NUM_CORES = 4
export LEC_CHECK = 1
export CORE_AREA = 10 10 70 70
export DIE_AREA = 0 0 80 80
==> results.txt <==
Reports from this run.

- Setup repair after global routing could not meet its margin everywhere.
- The final weighted congestion in routability-driven placement reads ~0.64.
- The flow ran to the end, but the final reports show violations.
- Counting pins that exceed their max-slew limit in the final report gives 0.
- The iteration count of the initial detailed-routing pass reads 2.
- Dividing the detail-routed wire length by the instance count gives 6.22 um.
- The post-synthesis to final-layout area growth is 115%.
- The mean post-synth cell area reads roughly 14 sq um.
- The static leakage is 0.172 nW.
- The maximum achievable frequency reads 0.810 GHz.
- The number of maximum-capacitance constraint violations reads 0.
- The number of top-level pins reads 5.
- The mapped netlist covers between 150 and 200 sq um.
- The critical path launch point type reads a register.
- Among the stages of the critical path, the cell type that occurs most often is buf_6.
- The count of buffering cells on the critical path with inverters included is 2.
- The routed wire length reads between 400 and 500 um.
- Clock tree synthesis selected as its root buffer the cell clkbuf_4.
- The setup violation total in the final timing report reads 3.
- After clock tree synthesis, the clock-pin slew on the worst setup and hold paths is 0.04 ns.
- Per the detail_route report, DRC violations left total 0.
- The x dimension of the die reads 80 um.
- Total power normalized to cell area comes to 799 mW/mm^2.
- The transition time recorded at the tightest slew-check pin is 0.181 ns.
- Entering global routing, the biggest net connects 5 pins.
- STA classifies the critical path endpoint as an output pin.
- The number of inserted filler cells in the final layout is between 300 and 400.
- The tightest slew margin relative to the limit is 0.879.
- STA lists the maximum fanout along the critical path as 3.
- The checks that failed: negative setup slack.
- The clock insertion delay at the later pin of the skew report reads 0.23 ns.
- The final antenna diode tally reported by the flow is 0.
- For this design, Yosys synthesis ends with a cell count of 14.
- The total CTS buffers reads 3.
- The number of warnings in the stage logs is 30.
- The biggest cell delay along the critical path reads 0.41 ns.
- The critical setup path kind is reg -> out.
- The pre-placement core utilization is 0.0568.
- The worst clock skew on the final layout is 0.00304 ns.
- Logic depth along the worst register-to-register path is recorded as 4.
- Total global-route track usage over all layers is 0.0172.
- The share of the Yosys chip area taken by registers is 0.516.
- The cell family contributing the most delay on the critical path is flip-flops.
- The area of the synthesized netlist per yosys stat reads around 190 sq um.
- In this run the number of H-tree levels came out at 1.
- The critical path arrival is 1.01 ns.
- The number of global-route vias before repair is between 150 and 200.
- The final cell count without fillers reads 74.
- Across all hold checks on the routed design, the worst slack comes to 0.186 ns.
- The type of the worst min-delay path reads in -> async.
- The total power consumption of the routed design reads around 0.00033 W.
- The peak supply drop reads 0.189 mV.
- The post-cts hold buffer count reads 0.
- The reg-to-reg critical path endpoint reads state[0]$_DFFE_PN0N_.
- The sequential cell area is 100 sq um.
- The final tally of hold violations reads 0.
- The critical path required time is 0.88 ns.
- The number of DRC markers in iteration 0 is 7.
- The detailed-route vias per instance reads 2.16.
- The slowest library cell on the worst path reads dfrtp_1.
- The total number of cells along the worst setup path is 3.
- The combined area of the multi-input logic cells reads 130 sq um.
- Once placement completed, the tool counted placed cells totaling between 60 and 70.
- The synthesis warning total reads 1.
- The via count is 160.
- The buffer depth of the longest clock path reads 2.
- Per the synthesis report, the number of distinct cell types is 5.
- Traced cell by cell, the critical path runs through buf_6 > ha_4 > buf_6.
- The post-layout minimum cycle time reads 1.23 ns.
- According to the floorplan report, the placeable core area is 0.00342 sq mm.
- The final timing summary puts the cycle share of the worst path at 1.12.
- The number of nets still failing antenna checks after routing is 0.
- The startpoint of the most critical register-to-register path reads state[0]$_DFFE_PN0N_.
- The total negative setup slack reads -0.367 ns.
- The number of cells produced by synthesis is 14.
- The reg-to-reg setup timing slack reads 0.08 ns.
- The wire length of the first global-routing pass reads 814 um.
- The TritonCTS clock tree reads done.
- The initialized floorplan defines 21 standard-cell rows.
- The total grt overflow is 0.
- According to the floorplan report, the die height is 80 um.
- The total of buffers placed on input and output ports reads 4.
- The clock drives 4 sinks.
- According to the floorplan report, the total die area is about 0.0064 sq mm.
- The worst-case setup margin in the final layout reads -0.135 ns.
- The number of antenna violations at the first check in global routing is 0.
- The register bit count reported by yosys reads 4.
- The fraction of layout cells with a size suffix above 1 is 0.714.
==> layout make-up <==
class,count,area share
clock buffers,3,0.0539
well taps,46,0.138
repair buffers,11,0.234
multi-input cells,8,0.311
flip-flops and latches,4,0.240
inverters,2,0.0240
==> power breakdown <==
part | total, W | internal [W] | leakage (nW) | switching (W)
Clock | 0.000180 | 0.000122 | 0.0138 | 0.0000581
Combinational | 0.00000575 | 0.00000316 | 0.112 | 0.00000259
Sequential | 0.000148 | 0.000148 | 0.0461 | 0
Total | 0.000334 | 0.000273 | 0.172 | 0.0000607
==> stage by stage <==
step,area [sq um],setup slack [ns],util
2_1_floorplan,194,0.208,-
3_3_place_gp,307,-0.194,0.0897
3_5_place_dp,307,-0.212,0.0897
4_1_cts,397,-0.129,0.116
5_1_grt,418,-0.182,0.122
6_report,418,-0.135,0.122
==> synth_stat cells <==
cell	instances	area (sq um)
dfrtp_1	4	100
ha_1	5	62.6
inv_1	2	7.51
mux2i_1	2	20.0
nor2_1	1	3.75
==> registers in the layout, summed over array words and instances, names as in the netlist <==
signal,flops
state,2
timer,2
==> how the worst max path moves through the flow <==
| stage | startpoint | to | slack (ns) |
|---|---|---|---|
| final | state[1]$_DFFE_PN0N_ | yellow | -0.13 |
| after CTS | state[1]$_DFFE_PN0N_ | yellow | -0.13 |
| after global routing | state[0]$_DFFE_PN0N_ | green | -0.18 |
==> cell usage in the layout (no fill, tap or decap) <==
| cell | Yosys | routed |
|---|---|---|
| ha_1 | 5 | 1 |
| buf_6 | 0 | 4 |
| clkbuf_4 | 0 | 3 |
| buf_4 | 0 | 5 |
| ha_4 | 0 | 3 |
| mux2i_1 | 2 | 1 |
| dfrtp_1 | 4 | 4 |
| ha_2 | 0 | 1 |
| mux2i_2 | 0 | 1 |
| nor2_1 | 1 | 1 |
| buf_2 | 0 | 1 |
| clkdlybuf4s50_1 | 0 | 1 |
| inv_4 | 0 | 1 |
| inv_2 | 0 | 1 |
==> layer usage <==
| metal | global-route usage | routed length [um] | up-vias |
|---|---|---|---|
| li1 | - | - | 73 |
| met1 | 0.0140 | 154 | 78 |
| met2 | 0.0209 | 176 | 9 |
| met3 | 0.0284 | 129 | 0 |
| met4 | 0.00352 | 0 | 0 |
| met5 | 0 | 0 | - |
==> cell families (layout without fill, tap and decap cells) <==
kind of cell,after synthesis,after routing,share of synthesized area
fa+ha+maj,5,5,0.323
mux,2,2,0.103
simple gates,1,1,0.0193
buf+inv,2,16,0.0387
flops,4,4,0.516
==> timing repair <==
action                     4_1_cts  5_1_grt
pin swaps                        2        1
setup endpoints to repair        3        4
buffers inserted                 6        1
gates resized                   18        6
Power figures rest on the tool's default switching activity, not on a simulated workload.
